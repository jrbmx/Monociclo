### design/flow/design.v
module extensiondesigno #(
parameter  IMM = 20
)
(
	input 		[31:0]  instruccion_i,
	output reg 	[31:0]  inmediato_o
);
	wire      [6:0]  opcode_w;
	assign           opcode_w = instruccion_i[6:0];
	reg [31:0] result;  
	always @(*)
	begin 
		case (opcode_w)
			7'b0110011:          
					inmediato_o = 32'b0;
			7'b0010011:          
					inmediato_o = {{IMM{instruccion_i[31]}}, instruccion_i[31:20]};
			7'b0100011:  
				   inmediato_o = {{IMM{instruccion_i[31]}}, instruccion_i[31:25], instruccion_i[11:7] };
			7'b0000011:  
				   inmediato_o = {{IMM{instruccion_i[31]}}, instruccion_i[31:20]};
			7'b1100011:  
				   inmediato_o = {{IMM{instruccion_i[31]}}, instruccion_i[7], instruccion_i[30:25], instruccion_i[11:8] };
			7'b1101111:  
				   inmediato_o = {{12{instruccion_i[31]}}, instruccion_i[19:12], instruccion_i[20], instruccion_i[30:21] };
			default:
					inmediato_o = 32'b0;
		endcase
	end
endmodule 
### design/flow/run.sh
#!/bin/bash
# OpenROAD 26Q1-2900-gdf79404cd8, Yosys 0.63+post, stock flow scripts
make -C /OpenROAD-flow-scripts/flow DESIGN_CONFIG=/design/flow/config.mk WORK_HOME=/design/flow/orfs finish
### design/flow/config.mk
export PLATFORM = sky130hd
export DESIGN_NAME = extensiondesigno
export DESIGN_NICKNAME = extensiondesigno
export VERILOG_FILES = /design/flow/design.v
export SDC_FILE = /design/flow/constraint.sdc
export NUM_CORES = 4
export LEC_CHECK = 1
export CORE_AREA = 10 10 70 70
export DIE_AREA = 0 0 80 80
### design/flow/constraint.sdc
current_design extensiondesigno

set clk_period 7.5
set clk_io_pct 0.2

create_clock -name clk0 -period $clk_period

set non_clock_inputs [all_inputs -no_clocks]
set_input_delay [expr $clk_period * $clk_io_pct] -clock clk0 $non_clock_inputs
set_output_delay [expr $clk_period * $clk_io_pct] -clock clk0 [all_outputs]
==> ci_impl_report.md <==
### Flow metrics

| Metric | Value |
|---|---|
| Total Power | `33.9 uW` |
| Arr. time, crit path | `3710 ps` |
| Post-synthesis instance area | `503 um2` |
| Power Density | `31.0 mW/mm2` |
| Tool warnings | `32` |
| First-pass GRT wire length | `3.93 mm` |
| Crit Path Max Fanout | `12` |
| Relative slew slack | `0.556` |
| CORE AREA | `0.00342 mm2` |
| Critical Path RT | `6000 ps` |
| Non-Filler Instances | `162` |
| Vias/cell | `4.35` |
| Synth Seq Share | `0` |
| Wire per inst | `15.8 um` |
| CP endpoint kind | `output pin` |
| Drt drc | `0` |
| Synth Instances | `67` |
| Setup ws final | `2290 ps` |
| Layout area overhead | `117%` |
| Hold Buf Count CTS | `0` |
| Cell area after placement | `0.00109 mm2` |
| Unique cell types | `26` |
| Die area | `0.00640 mm2` |
| Initial antenna violation count | `0` |
| Met3 Usage GRT | `0.0148` |
| Post-Route WL | `2.57 mm` |
| RSZ-0062 raised after global routing | `false` |
| Leak | `0.456 nW` |
| Largest net degree at the start of global routing | `13` |
| Via count | `705` |
| Die H | `80 um` |
| Final period utilization | `0.695` |
| Final TNS setup | `0 ps` |
| Final hold slack | `3950 ps` |
| Hold Fails Final Rpt | `0` |
| Yosys synthesis chip area | `503 um2` |
| Dpl cells | `162` |
| Worst path most repeated cell | `clkdlybuf4s50_1` |
| Top Ports | `64` |
| Synth Area per Inst | `7.51 um2` |
| YS warnings | `1` |
| M1 GR Usage | `0.0837` |
| Remaining antenna violation count after routing | `0` |
| Post-CTS setup repair buffer count | `0` |
| Row cnt | `21` |
| Crit path time final | `5210 ps` |
| Initial Util | `0.147` |
| Crit path kind | `input pin to output pin` |
| Placer Congestion | `0.845` |
| Busiest grt layer | `met2` |
| Finished Core Util | `0.320` |
| CP max stage delay | `630 ps` |
| CLK BUF | `0` |
| Max_cap viols | `0` |
| Drt initial violations | `14` |
| Port Buf Inserts | `64` |
| Slowest CP cell | `clkdlybuf4s50_1` |
| CP Launch Type | `input pin` |
| Max Freq | `0.192 GHz` |
| Final instance area | `0.00109 mm2` |
| Iteration tally of the first detailed-router pass | `4` |
| Sequential cell area | `0 um2` |
| Met2 usage | `0.148` |
| Vias in the first global route | `743` |
| Share of cells above drive strength 1 | `0.0345` |
| Max-slew violation count | `0` |
| Pre-CTS setup slack | `2300 ps` |
| Total grt overflow | `0` |
| Worst Tran Pin Value | `664 ps` |
| Worst hold-check path type | `input pin to output pin` |
| Setup violators final | `0` |
| Post-DP HPWL | `2.21 mm` |
| GRT Total Usage | `0.0755` |
| Antenna cells | `0` |
| Max IR drop VDD | `0.0180 mV` |
| Post_cts resized | `0` |
| Yosys cell count | `67` |
| Outcome | `completed` |
| Die Wd | `80 um` |
| FFs & Latches | `0` |
| Crit-path cells | `clkdlybuf4s50_1, nand3b_1, nor3_2, o21a_1, clkdlybuf4s50_1` |
Yosys cell counts, drive strengths merged:
library cell,count,area [um2]
xor2,1,8.76
nor2,2,7.51
a21o,8,60.1
nand3b,1,7.51
o21a,1,7.51
and3,2,12.5
nor2b,2,12.5
o2bb2ai,1,8.76
nand3,1,5.00
nor3,3,20.0
o21ai,1,5.00
inv,4,15.0
and2,1,6.26
a221o,4,40.0
a22o,5,43.8
a21oi,1,5.00
buf,16,116
nand4,1,6.26
a32o,5,50.1
nor4bb,1,16.3
o2111a,1,20.0
nand2,3,11.3
and4,2,17.5
final cells by class:
class,instances,area [um2]
multi-input cells,47,372
fillers,372,2320
inverters,4,15.0
well taps,46,57.6
repair buffers,65,648
layout by cell type (no fill, tap or decap), drive strengths merged:
master,count
a21o,8
a21oi,1
a221o,4
a22o,5
a32o,5
and2,1
and3,2
and4,2
buf,1
clkdlybuf4s50,64
inv,4
nand2,3
nand3,1
nand3b,1
nand4,1
nor2,2
nor2b,2
nor3,3
nor4bb,1
o2111a,1
o21a,1
o21ai,1
o2bb2ai,1
xor2,1
power by group:
group | switching (mW) | total, mW | internal [mW]
combinational | 0.0112 | 0.0339 | 0.0227
clock | 0 | 0 | 0
sequential | 0 | 0 | 0
total | 0.0112 | 0.0339 | 0.0227
per-layer routing:
| metal | wire length, um | vias up |
|---|---|---|
| li1 | - | 349 |
| met1 | 1010 | 327 |
| met2 | 1420 | 29 |
| met3 | 134 | 0 |
| met4 | 0 | 0 |
| met5 | 0 | - |
worst paths after layout:
kind                         startpoint               to  depth (start not counted)
worst max-delay path   instruccion_i[6]  inmediato_o[29]                          5
worst min-delay path  instruccion_i[18]  inmediato_o[17]                          3
cells by family after synthesis:
logic type	after synthesis	synth area share
xor+xnor	1	0.0174
compound gates	27	0.478
simple gates	19	0.244
buf+inv	20	0.261
critical path: cells and delay by family:
kind,cells,cell delay [ps]
compound gates,1,370
buf+inv,2,1180
simple gates,2,650
Power and IR drop assume default switching activity.
