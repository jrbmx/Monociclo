$ cat flow/config.mk
export PLATFORM = sky130hd
export DESIGN_NAME = dcache
export DESIGN_NICKNAME = dcache
export VERILOG_FILES = /design/flow/design.v
export SDC_FILE = /design/flow/constraint.sdc
export NUM_CORES = 4
export LEC_CHECK = 1
export CORE_UTILIZATION = 30
$ cat flow/constraint.sdc
current_design dcache

set clk_period 5.9
set clk_io_pct 0.2

create_clock -name clk0 -period $clk_period [get_ports {clk_i}]

set non_clock_inputs [all_inputs -no_clocks]
set_input_delay [expr $clk_period * $clk_io_pct] -clock clk0 $non_clock_inputs
set_output_delay [expr $clk_period * $clk_io_pct] -clock clk0 [all_outputs]
$ cat flow/design.v
module dcache (
	input 				clk_i,
	input 				writeen_i,
	input					readen_i,
	input		[4:0]		addr_i,
	input		[31:0]	dato_i,
	output	[31:0] 	dato_o
);
	reg 	[31:0] datacache [2**5-1:0];	
	always @(posedge clk_i)
	begin 
		if	(writeen_i)
			datacache[addr_i] = dato_i;
	end
	assign 	dato_o = (readen_i) ? datacache[addr_i] : 32'b0;
endmodule
$ cat flow/run.sh
#!/bin/bash
# OpenROAD 26Q1-2900-gdf79404cd8, Yosys 0.63+post, stock flow scripts
make -C /OpenROAD-flow-scripts/flow DESIGN_CONFIG=/design/flow/config.mk WORK_HOME=/design/flow/orfs finish
==> load_flow_metrics.sql <==
-- physical implementation figures
INSERT INTO impl_metrics (metric_group, metric, value, unit) VALUES
('timing', 'timing_hold_violations_final', '0', ''),
('routing', 'drc_errors', '0', ''),
('placed_design', 'routabilityCongestion', '0.862', ''),
('yosys', 'ys_ff', '1024', ''),
('timing', 'final.period_utilization', '0.950', ''),
('placed_design', 'dp_hpwl', '55100', 'um'),
('routing', 'detail_route.first_pass.iterations', '4', ''),
('finish', 'largest_register_ffs', '1024', ''),
('floorplanning', 'die_w', '363', 'um'),
('worst_setup_path', 'critical_path_peak_fanout', '23', ''),
('placed_design', 'portBuffers', '71', ''),
('routing', 'dr.first_iter.drc_count', '1137', ''),
('yosys', 'yosys-stat-cells', '2078', ''),
('clock_network', 'cts_inserted_buffers', '98', ''),
('routing', 'via_count', '19900', ''),
('yosys', 'yosysWarnings', '1', ''),
('routing', 'finalWirelength', '93500', 'um'),
('timing', 'timing.slew.headroom', '0.279', ''),
('yosys', 'edf_count', '1024', ''),
('finish', 'post_route_cells_drive_above_1_share', '0.139', ''),
('clock_network', 'cts_buffer_depth', '3', ''),
('routing', 'route.detailed.wl_per_inst', '22.9', 'um'),
('clock_network', 'clock-sinks', '1024', ''),
('yosys', 'postSynth.topFlopCell', 'edfxtp_1', ''),
('routing', 'post_drt_via_cell_ratio', '4.87', ''),
('timing', 'worst-slew-pin-transition', '1.08', 'ns'),
('timing', 'setup_viol_count_final', '0', ''),
('yosys', 'netlist_instances', '2078', ''),
('routing', 'ant_nets', '0', ''),
('grt', 'maximum_number_of_pins_on_one_net_before_global_route_repair', '59', ''),
('grt', 'grt_antenna_before_repair', '9', ''),
('timing', 'timing.final.max_slew_violations', '0', ''),
('grt', 'grt_pass1_vias', '21400', ''),
('finish', 'layout_top_cell', 'edfxtp_1', ''),
('floorplanning', 'die_area', '0.132', 'mm^2'),
('floorplanning', 'coreArea', '0.129', 'mm^2'),
('floorplanning', 'initial_core_util', '0.303', ''),
('clock_network', 'ctsRootBufferMaster', 'clkbuf_16', ''),
('finish', 'lay_top_cells', '1024 x edfxtp_1, 512 x mux2i_1, 254 x o22ai_1', ''),
('yosys', 'synthesis.area_per_instance', '18.9', 'um^2'),
('hold_path', 'hold_path_class', 'input port to flop', ''),
('timing', 'layout_min_cycle_time', '5.61', 'ns'),
('power_and_ir_drop', 'power_density_cells', '327', 'mW/mm^2'),
('clock_network', 'number_of_hold_repair_buffers_added_at_the_cts_stage', '0', ''),
('worst_setup_path', 'critical_path_required', '4.72', 'ns'),
('outcome', 'status', 'completed', ''),
('flow_run', 'max_cap_viol_count', '0', ''),
('clock_network', 'cts_htree_levels', '3', ''),
('grt', 'globalRouteOverflowTotal', '0', ''),
('clock_network', 'worst_setup_hold_path_clk_slew', '0.06', 'ns'),
('worst_setup_path', 'critical_path_arrival', '4.43', 'ns'),
('worst_setup_path', 'cp-start-kind', 'input port', ''),
('timing', 'totalNegativeSetupSlack', '0', 'ns'),
('timing', 'grt_setup_unrepaired', 'false', ''),
('worst_setup_path', 'crit_type', 'input port to primary output', ''),
('clock_network', 'tritoncts', 'done', ''),
('timing', 'fmaxAchievable', '0.178', 'GHz'),
('power_and_ir_drop', 'total_leakage_power', '15.4', 'nW'),
('power_and_ir_drop', 'vdd_ir_drop_max', '0.207', 'mV'),
('worst_setup_path', 'critPathCaptureType', 'primary output', ''),
('flow_run', 'warning_count', '26', ''),
('finish', 'syn_to_final_growth', '17.5', '%'),
('yosys', 'netlist_area_before_placement', '0.0392', 'mm^2'),
('grt', 'grt_usage', '0.151', ''),
('grt', 'global_route_wire_length_before_repair', '137000', 'um'),
('finish', 'num-fill-cells', '11800', ''),
('floorplanning', 'die_height', '363', 'um'),
('floorplanning', 'placement_rows', '132', ''),
('yosys', 'yosys.stat.seqShare', '0.785', ''),
('power_and_ir_drop', 'p_total', '0.0150', 'W'),
('yosys', 'synth.yosys.chip_area', '0.0392', 'mm^2'),
('yosys', 'synth_cell_type_count', '22', ''),
('yosys', 'synth-async-reset-ratio', '0', ''),
('floorplanning', 'boundaryPins', '72', '');
stage by stage:
stage / std cells / util / instance area (um^2) / worst slack, ns / hold slack (ns)
after detailed placement: 3891 / 0.331 / 42800 / 0.289 / 2.03
after global placement: 3891 / 0.331 / 42800 / 0.293 / 2.02
final: 4074 / 0.355 / 46000 / 0.295 / 1.35
after global routing: 4074 / 0.355 / 46000 / 0.0206 / 1.36
after CTS: 4073 / 0.355 / 46000 / 0.260 / 1.32
after floorplan: 2078 / - / 39200 / 1.04 / 1.28
worst max-delay path, stage by stage:
cell and delay, ns:
clkdlybuf4s50_1 0.79, buf_4 0.26, nand4bb_2 0.18, buf_4 0.38
o22ai_1 0.16, nor4_1 0.70, a21boi_1 0.29, clkdlybuf4s50_1 0.48
layer usage:
| layer | vias up | part of all wire | GRT usage |
|---|---|---|---|
| met3 | 126 | 0.16 | 0.114 |
| met5 | - | 0.0026 | 0.00980 |
| met1 | 9690 | 0.34 | 0.167 |
| met2 | 1163 | 0.48 | 0.237 |
| li1 | 8863 | - | - |
| met4 | 18 | 0.019 | 0.0242 |
layout make-up:
cell class              instances  area, um^2  area share
flip-flops and latches       1024       30700       0.668
multi-input cells             925        8020       0.174
clock buffers                 122        2560      0.0557
well taps                    1742        2180      0.0474
repair buffers                200        1870      0.0406
clock inverters                60         649      0.0141
diodes                          1        2.50   0.0000544
cells in the mapped netlist, types with 3 or more instances:
cell,n,share of area
edfxtp_1,1024,0.78
nand4bb_1,6,0.0017
nor4_1,64,0.010
clkbuf_1,29,0.0028
buf_2,87,0.011
nand3b_1,4,0.00077
buf_6,11,0.0032
nand4b_1,4,0.00089
or4b_1,4,0.0010
a21boi_1,32,0.0061
o22ai_1,254,0.041
nor2_1,29,0.0028
or3b_2,3,0.00067
nor3_1,4,0.00051
mux2i_1,512,0.13
worst paths after layout:
kind                        from                          end  slack (ns)  cells after the start
worst max-delay path   addr_i[4]                    dato_o[5]        0.29                      8
worst min-delay path  dato_i[12]  datacache[16][12]$_DFFE_PP_        1.35                      2
cells by family after synthesis:
kind of cell | share of synthesized area
flops | 0.785
mux | 0.131
compound gates | 0.0473
buf+inv | 0.0174
simple gates | 0.0195
what timing repair did:
action                     in CTS  in global routing
setup buffers                   0                  0
resized                         0                  2
setup endpoints to repair       0                  2
report_power, final:
part           switching (W)  leakage [nW]  total (W)  internal, W
clock network        0.00258          1.57    0.00621      0.00362
logic               0.000447          4.64   0.000721     0.000274
registers          0.0000181          9.22    0.00811      0.00809
Power figures rest on the tool's default switching activity, not on a simulated workload.
